==> flow/design.v <==
module top #(
    parameter BITWIDTH = 4
)(
	input [BITWIDTH-1:0] in_a,	 
	input [BITWIDTH-1:0] in_b,	 
	output [BITWIDTH-1:0] out_d, 
	output out_ovf				 
);
    assign {out_ovf, out_d} = in_a + in_b;
endmodule
==> flow/run.sh <==
#!/bin/bash
# OpenROAD 26Q1-2900-gdf79404cd8, Yosys 0.63+post, stock flow scripts
make -C /OpenROAD-flow-scripts/flow DESIGN_CONFIG=/design/flow/config.mk WORK_HOME=/design/flow/orfs finish
==> flow/config.mk <==
export PLATFORM = sky130hd
export DESIGN_NAME = top
export DESIGN_NICKNAME = top
export VERILOG_FILES = /design/flow/design.v
export SDC_FILE = /design/flow/constraint.sdc
export NUM_CORES = 4
export LEC_CHECK = 1
export CORE_AREA = 10 10 70 70
export DIE_AREA = 0 0 80 80
==> flow/constraint.sdc <==
current_design top

set clk_period 1.9
set clk_io_pct 0.2

create_clock -name clk0 -period $clk_period

set non_clock_inputs [all_inputs -no_clocks]
set_input_delay [expr $clk_period * $clk_io_pct] -clock clk0 $non_clock_inputs
set_output_delay [expr $clk_period * $clk_io_pct] -clock clk0 [all_outputs]
==> Slide: Implementation Results <==
Physical Implementation Snapshot

Run status
  – Status: finished, final reports clean

STA
  – Final tally of hold violations: 0
  – Sum of negative setup slack: 0 ps
  – Clock period minus worst slack: between 1500 and 2000 ps
  – Worst Max-Slew Pin Slew: 146 ps
  – Final worst path period share: 0.968
  – Fin. max-slew vios: 0
  – Fmax: 544 MHz
  – Unrepaired setup endpoints after global routing: false
  – Setup WS post-layout: 60.3 ps
  – Setup violations, final: 0
  – Max-slew headroom: 0.902

Setup path
  – Crit path DRT: 1520 ps
  – Critical path cell sequence: buf_4 > ha_4 > inv_2 > fa_2 > inv_1 > dlygate4sd2_1
  – Crit-path max cell delay: approximately 540 ps
  – Crit Path Category: input pin to output pin
  – Slowest-stage cell, CP: fa_2
  – Data arrival, critical path: 1460 ps
  – Setup crit start kind: input pin
  – CP Capture Type: output pin
  – Crit path max fanout: 2

Routing
  – Wirelength per Cell: 7.28 um
  – Via count: about 160
  – Post-DR vias/cell: 2.08
  – DRC: 0
  – Number of detailed-routing iterations run before antenna repair: 1
  – DRT iter0 DRCs: 0
  – Wirelength, routed: around 550 um
  – ANT nets after route: 0
  – Ant diodes: 0

Power
  – Power per cell area: ~220 nW/um^2
  – Sequential power share: 0
  – Total power: between 0.07 and 0.08 mW
  – Combinational Power Share: 1.000
  – Sw Pwr: 0.0268 mW
  – Clock share of power: 0
  – Peak VDD IR: 0.0356 mV
  – P_leak: 0.138 nW
  – Int Pwr: 0.0492 mW
  – Switching part of the total: 0.352

Synth
  – Largest cells by area: ha_1, fa_1, xnor2_1
  – Syn_area_per_cell: 8.52 sq um
  – Yosys aoi share: 0.156
  – Largest area contributor in the netlist: ha_1
  – Yosys xor share: 0.128
  – Top area contributor share: 0.367
  – Fa+ha+maj area frac: 0.514
  – Post-Syn Instances: 16
  – Synth Warn #: 0
  – Yosys Instances: 16
  – Comb area leader: adder cells
  – Mapped Area: 136 sq um
  – Yosys chip area: about 140 sq um
  – Simple share: 0.0917
  – Seq/Total Area, Yosys: 0
  – Unique cell types: 9
  – Mux frac, synth: 0

Global route
  – Largest net degree at the start of global routing: 4
  – Initial antenna violation count: 0
  – GRT overflow: 0
  – Global-route wire length before repair: about 800 um
  – Total track usage: 0.0157
  – Number of global-route vias before repair: 165

Worst hold path
  – HP Class: input pin to output pin

Job
  – Tool warnings: 32
  – Max Cap Viol: 0

Final layout
  – # fillers: 402
  – Final core utilization: 0.101
  – Registers: 0
  – Comb gate area: about 160 sq um
  – Sequential standard cell area: 0 sq um
  – CLK BUF: 0
  – Final non-filler cell total: 75
  – Layout area overhead: 152%
  – Share of cells above drive strength 1: 0.448

Place
  – Inst Count DP: 75
  – Routability cong.: 0.771
  – Port Buffers: 13
  – Post-DP HPWL: 482 um
  – Dpl ws: -780 ps

Floorplan
  – Die footprint: 6400 sq um
  – Core area: around 3400 sq um
  – FP Core Util: 0.0399
  – Die Wd: approximately 80 um
  – Die extent in y: 80 um
  – Rows: 21
  – I/O pin cnt: 13
-- per-stage QoR --
step           hold WS (ps)  area [sq um]
3_5_place_dp           1800           324
4_1_cts                1400           342
2_1_floorplan           832           136
6_report               1350           344
5_1_grt                1390           344
3_3_place_gp           1810           324
-- worst max-delay path, delay by kind of cell --
kind | cells | cell delay, ps
fa+ha+maj | 2 | 670
buf+inv | 4 | 400
-- synth_stat cells (all sizes together) --
library cell and instances:
a21o 1, a21oi 1, fa 1, ha 4
inv 4, nand2b 1, nor2b 1, o21ai 1
xnor2 2
-- worst paths after layout --
check / startpoint / end / slack (ps) / cells past startpoint
worst max-delay path: in_a[0] / out_d[1] / 60 / 6
worst min-delay path: in_b[2] / out_ovf / 1350 / 5
-- power by group through the flow --
stage / sequential [mW] / combinational, mW / clock [mW]
after CTS: 0 / 0.0755 / 0
after global routing: 0 / 0.0869 / 0
final: 0 / 0.0760 / 0
-- cell families (layout without fill, tap and decap cells) --
family                   count (synthesis)  in the layout
AND-OR/OR-AND                            3              3
adder cells (fa/ha/maj)                  5              5
buffers and inverters                    4             17
XOR/XNOR                                 2              2
AND/OR/NAND/NOR                          2              2
-- cells in the final DEF (no fill, tap or decap) --
| master | instances |
|---|---|
| a21o_1 | 1 |
| a21oi_2 | 1 |
| buf_2 | 1 |
| buf_4 | 1 |
| buf_6 | 1 |
| clkbuf_2 | 2 |
| clkdlybuf4s50_1 | 3 |
| dlygate4sd2_1 | 5 |
| fa_2 | 1 |
| ha_1 | 1 |
| ha_4 | 3 |
| inv_1 | 2 |
| inv_2 | 2 |
| nand2b_1 | 1 |
| nor2b_2 | 1 |
| o21ai_1 | 1 |
| xnor2_1 | 2 |
-- cell type report --
| type | instances | share of cell area |
|---|---|---|
| well taps | 46 | 0.167 |
| inverters | 4 | 0.0436 |
| multi-input cells | 12 | 0.476 |
| repair buffers | 13 | 0.313 |
-- timing repair --
action | 4_1_cts | 5_1_grt
pin swaps | 6 | 3
endpoints found under the setup margin | 5 | 1
buffers inserted | 0 | 0
hold buffers | 0 | 0
gates resized | 27 | 6
-- per-layer routing --
metal	wire length (um)	global-route usage	vias up
met5	0	0	-
met1	245	0.0205	68
met4	0	0	0
li1	-	-	77
met2	168	0.0201	11
met3	133	0.0136	0
Power figures rest on the tool's default switching activity, not on a simulated workload.
