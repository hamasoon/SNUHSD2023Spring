**design/flow/run.sh**
```bash
#!/bin/bash
# OpenROAD 26Q1-2900-gdf79404cd8, Yosys 0.63+post, stock flow scripts
make -C /OpenROAD-flow-scripts/flow DESIGN_CONFIG=/design/flow/config.mk WORK_HOME=/design/flow/orfs finish
```
**design/flow/config.mk**
```make
export PLATFORM = sky130hd
export DESIGN_NAME = four_bit_adder
export DESIGN_NICKNAME = four_bit_adder
export VERILOG_FILES = /design/flow/design.v
export SDC_FILE = /design/flow/constraint.sdc
export NUM_CORES = 4
export LEC_CHECK = 1
export CORE_AREA = 10 10 70 70
export DIE_AREA = 0 0 80 80
```
**design/flow/constraint.sdc**
```tcl
current_design four_bit_adder

set clk_period 3.8
set clk_io_pct 0.2

create_clock -name clk0 -period $clk_period

set non_clock_inputs [all_inputs -no_clocks]
set_input_delay [expr $clk_period * $clk_io_pct] -clock clk0 $non_clock_inputs
set_output_delay [expr $clk_period * $clk_io_pct] -clock clk0 [all_outputs]
```
**design/flow/design.v**
```verilog
module half_adder (
    x, y, sum, c_out
);
    input x, y;
    output sum, c_out;
    assign c_out = x & y;
    assign sum = x ^ y;
endmodule
module full_adder (
    x, y, c_in, sum, c_out
);
    input x, y, c_in;
    output sum, c_out;
    wire temp1, temp2, temp3;
    half_adder ha1(x, y, temp1, temp2);
    half_adder ha2(temp1, c_in, sum, temp3);
    assign c_out = temp2 | temp3;
endmodule
module four_bit_adder (
    x, y, c_in, sum, c_out
);
    input [3:0] x, y;
    input c_in;
    output [3:0] sum;
    output c_out;
    wire temp1, temp2, temp3;
    full_adder fa1(x[0], y[0], c_in, sum[0], temp1);
    full_adder fa2(x[1], y[1], temp1, sum[1], temp2);
    full_adder fa3(x[2], y[2], temp2, sum[2], temp3);
    full_adder fa4(x[3], y[3], temp3, sum[3], c_out);
endmodule
```
==> results.cfg <==
; generated from flow reports
[floorplanning]
floorplan.die.height_um = 80
placementRows = 21
floorplan.initialDensity_pct = 4.32
num_io_pins = 14
floorplan.core_area_um2 = 3420
chip_footprint_um2 = 6400
die_w_um = 80

[sta]
finalCriticalPeriod_ns = 3.70
slew_headroom_pct = 93.6
finalSetupViolCount = 0
whs_ns = 2.43
max_freq_mhz = 270
setup_repair_after_global_routing_missed_its_margin = false
slew_violations = 0
finalCritPeriodShare_pct = 97.4
hold_violations = 0
tightestPinTransition_ns = 0.0961

[worst_hold_path]
timing.hold.worst_path_depth = 5
hold_path_class = primary input to output pin
timing.hold.worst_endpoint = sum[0]
hold_start = y[0]

[yosys]
yosys.cell_count.top_type = sky130_fd_sc_hd__inv_1
yosys.area.top_type = sky130_fd_sc_hd__fa_1
mux_share_pct = 0
fa_ha_area_share_pct = 54.2
synth.cellmix.simpleShare_pct = 0
chip_area_estimate_from_yosys_synthesis_um2 = 148
synthXorXnorAreaFrac_pct = 0
synth_largest_type_area_fraction_pct = 54.2
synth.cellmix.compoundShare_pct = 0
post_synth.cell_area_avg_um2 = 8.20
ys_cells = 18
netlist_top_cells_area = sky130_fd_sc_hd__fa_1 54%, sky130_fd_sc_hd__inv_1 25%, sky130_fd_sc_hd__buf_4 20%
synth.cells.most_frequent = 10 x sky130_fd_sc_hd__inv_1, 4 x sky130_fd_sc_hd__buf_4, 4 x sky130_fd_sc_hd__fa_1
cells_after_synth = 18
synth.comb.largest_family = adder cells
seq_area_frac_synth_pct = 0
synth-warning-count = 0
mappedNetlistArea_um2 = 148
ys_types = 3

[detailed_routing]
antenna-diode-count = 0
drt-initial-drc-count = 1
dr_total_vias = 118
routedWlPerCell_um = 5.65
routed_via_density = 1.59
drc = 0
post_route_wl_um = 418
ant_nets = 0
detail_route.first_pass.iterations = 2

[final_layout]
nFlopsAndLatches = 0
final.clkbuf_count = 0
area_growth_syn_to_layout_pct = 116
filler_cell_count = 403
combined_flip_flop_and_latch_cell_area_um2 = 0
layout-drive-gt1-share_pct = 28.6

[critical_path]
worstSetupPathType = primary input to output pin
required_ns = 3.04
arrival_ns = 2.94
cp_max_fanout = 1
endpoint_kind = output pin
setup.worst_path.start_class = primary input

[placed_design]
io_buffer_count = 14
gp_routability_congestion = 0.803
hpwl_dp_um = 432

[clock_network]
cts-hold-fix-buffers = 0
post-cts-setup-buffer-count = 0

[grt]
pin_count_of_the_biggest_net_entering_global_routing = 2
globalRoute.totalOverflow = 0
grt_pass1_wl_um = 648
number_of_global_route_vias_before_repair = 127
track_usage_pct = 1.28
grt_antenna_before_repair = 0

[flow_run]
maxCapViolCount = 0
warnings = 32

[run_status]
status = finished clean

[power]
total_leakage_power_nw = 0.133
power.density_nw_per_um2 = 121
design_power_total_w = 0.0000385
power.ir.vdd_worst_uv = 32.3
[final cells by class]
type	count	area [µm²]	area share, %
inverter	10	37.5	11.8
multi-input combinational	4	87.6	27.5
tap	46	57.6	18.0
timing repair buffer	14	136	42.7
[cell usage in the layout (no fill, tap or decap)]
| master | n |
|---|---|
| sky130_fd_sc_hd__clkdlybuf4s50_1 | 11 |
| sky130_fd_sc_hd__inv_2 | 5 |
| sky130_fd_sc_hd__inv_1 | 5 |
| sky130_fd_sc_hd__fa_2 | 3 |
| sky130_fd_sc_hd__dlygate4sd2_1 | 3 |
| sky130_fd_sc_hd__fa_1 | 1 |
[report_power, final]
group / total (W) / switching [W] / internal [W]
registers: 0 / 0 / 0
logic: 0.0000385 / 0.0000115 / 0.0000270
clock network: 0 / 0 / 0
total: 0.0000385 / 0.0000115 / 0.0000270
[worst max path at each step]
| stage | from | to | slack, ns | depth (start not counted) |
|---|---|---|---|---|
| 4_1_cts | c_in | sum[3] | 0.004 | 10 |
| 5_1_grt | c_in | sum[3] | 0.009 | 10 |
| 6_report | c_in | sum[3] | 0.1 | 10 |
[through the flow]
step / setup TNS (ns) / instances / utilization, % / setup WS, ns / instance area (µm²)
detailed placement: -0.236 / 74 / 9.23 / -0.210 / 315
CTS: 0 / 74 / 9.34 / 0.00388 / 319
global route: 0 / 74 / 9.34 / 0.00856 / 319
finish: 0 / 74 / 9.34 / 0.0975 / 319
floorplan: 0 / 18 / - / 0.703 / 148
global placement: -0.180 / 74 / 9.23 / -0.180 / 315
[layer usage]
metal / routed length, µm / GRT usage [%] / vias up
met2: 75 / 1.04 / 14
met1: 184 / 1.82 / 44
met5: 0 / 0 / -
met3: 158 / 1.70 / 0
met4: 0 / 0 / 0
li1: - / - / 60
[what timing repair did]
item	in CTS	in global routing
gates cloned	0	0
pin swaps	4	3
resized	11	0
setup endpoints to repair	2	1
[critical path, stage by stage]
cell and delay (ns):
sky130_fd_sc_hd__dlygate4sd2_1 0.24, sky130_fd_sc_hd__inv_2 0.06, sky130_fd_sc_hd__fa_2 0.19, sky130_fd_sc_hd__inv_2 0.04
sky130_fd_sc_hd__fa_2 0.34, sky130_fd_sc_hd__fa_2 0.34, sky130_fd_sc_hd__inv_2 0.06, sky130_fd_sc_hd__fa_1 0.40
sky130_fd_sc_hd__inv_1 0.07, sky130_fd_sc_hd__clkdlybuf4s50_1 0.46
[cell families (layout without fill, tap and decap cells)]
group                      after synthesis  after routing
adders and majority gates                4              4
buffers and inverters                   14             24
